===== design/flow/design.v =====
module PacketFilter #(
    parameter logic[7:0] XMax = 8'd3,
    parameter logic[7:0] YMax = 8'd3,
    parameter int TimeoutMax = 10
)
(
    input logic clk,
    input logic reset,
    input logic rx,
    input logic[31:0] data_in,
    output logic credit_o,
    output logic tx,
    output logic[31:0] data_out,
    input logic credit_i
);
logic[31:0] A;
logic AValid;
logic AReady;
logic AIsHeader;
logic AEnable;   
logic AClear;   
logic[31:0] B;
logic BValid;
logic BReady;
logic BIsHeader;
logic BEnable;   
logic BClear;   
logic timeoutEnable;
logic timeoutFlag;
logic[$clog2(TimeoutMax)-1:0] timeoutCounter;
logic[23:0] size;
logic paddingEnable;
logic[7:0] addressChecksum;
logic[7:0] sizeChecksum;
logic validAddressChecksum;
logic validSizeChecksum;
typedef enum logic [1:0] {Saddr, Ssize, Spayload, Spad} state_t;
state_t state;
logic txEnable;
assign AReady = ((AValid && BReady) || !AValid) && AEnable ? 1'b1 : 1'b0;
always_ff @(posedge clk) begin
	if (reset) begin
		AValid <= 1'b0;
		AIsHeader <= 1'b0;
	end else begin 
		if (rx && AReady) begin
			A <= data_in;
			if (!AClear) begin
				AIsHeader <= (state == Saddr || (state == Ssize && !validSizeChecksum) || ((state == Spayload || state == Spad) 
																                       && ( (size == 2 && AValid && BValid) 
																                       || (size == 1 && (AValid ^ BValid) ) ) ) ) ? 1'b1 : 1'b0;
			end
		end
		if (rx && AReady)
			AValid <= rx;
		else if (AClear || (!(rx && AReady) && AValid && BReady)) begin
			AValid <= 1'b0;
			AIsHeader <= 1'b0;
		end
	end
end
assign BReady = ((BValid && credit_i) || !BValid) && BEnable ? 1'b1 : 1'b0;
always_ff @(posedge clk) begin
	if (reset) begin
		BValid <= 1'b0;
		BIsHeader <= 1'b0;
	end else begin 
		if (AValid && BReady) begin
			B <= A;
			if (!BClear) 
				BIsHeader <= AIsHeader;
		end
		if (AValid && BReady)
			BValid <= AValid;
		else if (BClear || (!(AValid && BReady) && BValid && (credit_i && txEnable))) begin
			BValid <= 1'b0;
			BIsHeader <= 1'b0;
		end
	end
end
assign tx = (BValid && (txEnable || validSizeChecksum) || paddingEnable) ? 1'b1 : 1'b0;
assign data_out = paddingEnable ? 32'd0 : B;
assign credit_o = ((rx && AReady) || !rx) ? 1'b1 : 1'b0;
localparam checksumIV = {XMax, YMax};
for (genvar i = 0; i < 8; i++)
	assign addressChecksum[i] = A[2*i] ^ A[2*i + 1] ^ checksumIV[2*i] ^ checksumIV[2*i + 1];
for (genvar i = 0; i < 8; i++)
	assign sizeChecksum[i] = A[3*i] ^ A[3*i + 1] ^ A[3*i + 2] ^ B[i+16];
assign validAddressChecksum = ((A[23:16] == addressChecksum) && AValid) ? 1'b1 : 1'b0;
assign validSizeChecksum = ((A[31:24] == sizeChecksum) && AIsHeader && AValid && BValid && (state == Ssize)) ? 1'b1 : 1'b0;
always_ff @(posedge clk) begin
    if (reset)
        timeoutCounter <= TimeoutMax - 1;
    else begin
		timeoutFlag <= 1'b0;
        if (timeoutEnable) begin
			if (rx == 1'b1) begin
				timeoutCounter <= TimeoutMax - 1;
			end else begin
                if (!timeoutFlag)
				    timeoutCounter <= timeoutCounter - 1;
				if (timeoutCounter == 1) begin
					timeoutCounter <= TimeoutMax - 1;
					timeoutFlag <= 1'b1;
				end 
			end
        end
    end
end
always_ff @(posedge clk) begin
    if (reset) begin 
        txEnable <= 1'b0;
        timeoutEnable <= 1'b0;
        paddingEnable <= 1'b0;
        size <= 24'd0;
		AEnable <= 1'b1;
		AClear <= 1'b0;
		BEnable <= 1'b1;
		AClear <= 1'b0;
        state <= Saddr;
    end else begin 
		AEnable <= 1'b1;
		AClear <= 1'b0;
		BEnable <= 1'b1;
		BClear <= 1'b0;
        if (state == Saddr) begin 
            if (validAddressChecksum) begin
                timeoutEnable <= 1'b1;
                state <= Ssize;
            end
        end else if (state == Ssize) begin
			if (timeoutFlag) begin
				timeoutEnable <= 1'b0;
				BClear <= 1'b1;
				state <= Saddr;
			end else begin
				if (AValid && validSizeChecksum) begin
					txEnable <= 1'b1;
					size <= A[23:0];
					state <= Spayload;
				end else if (AValid && !validSizeChecksum) begin
					AClear <= 1'b1;
					BClear <= 1'b1;
					state <= Saddr;
				end
			end
		end else if (state == Spayload) begin
			if (timeoutFlag) begin
				timeoutEnable <= 1'b0;
				paddingEnable <= 1'b1;
				BEnable <= 1'b0;
				state <= Spad;
			end else if (BValid && !BIsHeader && credit_i) begin
				size <= size - 1;
				if (size == 1) begin
                    txEnable <= 1'b0;
					timeoutEnable <= 1'b0;
					if (AValid && validAddressChecksum)
						state <= Ssize;
				    else begin
                        if (!validAddressChecksum)
                            AClear <= 1'b1;
					    state <= Saddr;
		            end
				end	
			end
		end else if (state == Spad) begin
			BEnable <= 1'b0;
            if (credit_i) begin
			    size <= size - 1;
			    if (size == 1) begin
                    txEnable <= 1'b0;
				    paddingEnable <= 1'b0;
					BEnable <= 1'b1;
				    if (AValid && validAddressChecksum)
					    state <= Ssize;
				    else begin
                        if (!validAddressChecksum)
							AClear <= 1'b1;
					    state <= Saddr;
		            end
			    end	
		    end
        end 
    end
end
endmodule

===== design/flow/run.sh =====
#!/bin/bash
# OpenROAD 26Q1-2900-gdf79404cd8, Yosys 0.63+post, stock flow scripts
make -C /OpenROAD-flow-scripts/flow DESIGN_CONFIG=/design/flow/config.mk WORK_HOME=/design/flow/orfs finish

===== design/flow/config.mk =====
export PLATFORM = sky130hd
export DESIGN_NAME = PacketFilter
export DESIGN_NICKNAME = PacketFilter
export VERILOG_FILES = /design/flow/design.v
export SDC_FILE = /design/flow/constraint.sdc
export NUM_CORES = 4
export LEC_CHECK = 1
export CORE_UTILIZATION = 30

===== design/flow/constraint.sdc =====
current_design PacketFilter

set clk_period 5.6
set clk_io_pct 0.2

create_clock -name clk0 -period $clk_period [get_ports {clk}]

set non_clock_inputs [all_inputs -no_clocks]
set_input_delay [expr $clk_period * $clk_io_pct] -clock clk0 $non_clock_inputs
set_output_delay [expr $clk_period * $clk_io_pct] -clock clk0 [all_outputs]

==> flow_summary_export.csv <==
group,metric,value,unit
final_timing,worstMarginPinSlew,0.744,ns
yosys,synthCells,519,
yosys,avgSynthCellArea,10.6,µm²
worst_setup_path,worstReg2RegStart,"state[2]",
final_timing,setup_violations,0,
clock_tree,holdBufCountCts,0,
final_layout,drive_gt1_share,7.89,%
yosys,syn_area,5480,µm²
clock_tree,clock_latency,0.35,ns
yosys,async_flop_share,0,%
final_timing,rsz0062_at_grt,"no",
run_status,status,"completed",
floorplan,core-area,17900,µm²
routing,diodes,0,
job,drv_cap,0,
yosys,yosysCellCount,519,
routing,routedWlPerCell,17.5,µm
yosys,ys_seq_share,51.2,%
global_routing,grt_antenna_before_repair,0,
hold_path,hp-class,"flop to flop",
power,ir_drop,0.163,mV
final_timing,finalClockSkew,0.00705,ns
clock_tree,cts_sinks,107,
yosys,ys_ff,107,
routing,dr.pass1.iters,5,
floorplan,ios,70,
yosys,topCellsByArea,"edfxtp_1 36%, dfxtp_1 15%, nor2b_1 3.7%",
clock_tree,htreeDepth,3,
final_timing,hold_slack,0.483,ns
yosys,yosys.area.top_type,"edfxtp_1",
yosys,ys_types,74,
global_routing,grt_pass1_wl,22500,µm
global_routing,grtUsageTotal,16.3,%
routing,ant_nets,0,
floorplan,fp.dieArea,18800,µm²
worst_setup_path,cp-end-kind,"primary output",
yosys,ys.flop_type,"edfxtp_1",
worst_setup_path,cp_max_fo,7,
routing,drt-total-wl,14200,µm
power,pwr_density_cell,241,nW/µm²
yosys,top_area_share,36.2,%
clock_tree,cts_root_buffer,"clkbuf_16",
power,p_leak,0.00236,µW
global_routing,grt_pass1_vias,4103,
floorplan,die_h,137,µm
global_routing,grt_start_max_net_pins,58,
yosys,yosys_warnings,1,
floorplan,die_x,137,µm
placement,place_congestion,0.890,
worst_setup_path,required,4.48,ns
clock_tree,cts_made_buffers,9,
global_routing,gr-total-overflow,0,
worst_setup_path,crit_path_start,"A[8]",
final_timing,slew_headroom,50.0,%
worst_setup_path,critical_path.startpoint_type,"flop",
yosys,ys_area,5480,µm²
final_layout,synthToLayoutAreaGrowth,22.3,%
clock_tree,cts-resized-gates,0,
clock_tree,clockBufferDepth,2,
final_timing,tns,0,ns
clock_tree,cts_tree,"yes",
clock_tree,post-cts-setup-buffer-count,0,
worst_setup_path,crit_type,"flop to primary output",
placement,port_buffers,69,
routing,vias,4328,
final_timing,slew_viol_final,0,
worst_setup_path,crit_arrival,3.04,ns
floorplan,fp_util,30.6,%
routing,drc_errors,0,
routing,avgViaCountPerCell,5.33,
hold_path,min_from,"A[29]",
clock_tree,clk_pin_slew_worst_paths,0.07,ns
routing,drt_iter0_drc,310,
final_timing,hold_viol_final,0,
floorplan,fp-row-count,49,
yosys,edf_count,66,
placement,hpwl,9920,µm
final_timing,clock.fmax,0.241,GHz
job,warnings,28,
final_timing,finalClockPeriodUsage,74.2,%
final_timing,min_period,4.16,ns
metal layers:
layer | vias to the layer above | wire [µm] | GRT usage (%) | part of all wire [%]
met2 | 156 | 6250 | 23.7 | 44
met4 | 0 | 273 | 2.87 | 1.9
met5 | - | 0 | 0 | 0
met1 | 2087 | 6660 | 25.7 | 47
li1 | 2068 | - | - | -
met3 | 17 | 1020 | 4.16 | 7.2
per-stage QoR:
| stage | area (µm²) | instances | setup slack [ns] | total power, µW | util [%] |
|---|---|---|---|---|---|
| 5_1_grt | 6700 | 812 | 1.22 | 1680 | 37.4 |
| 3_5_place_dp | 6410 | 796 | 1.82 | 1010 | 35.8 |
| 3_3_place_gp | 6410 | 796 | 1.85 | 1010 | 35.8 |
| 6_report | 6700 | 812 | 1.44 | 1620 | 37.4 |
| 4_1_cts | 6700 | 812 | 1.42 | 1640 | 37.4 |
| 2_1_floorplan | 5480 | 519 | 2.27 | 948 | - |
path summary, 6_finish.rpt:
check,endpoint,slack [ns],cells past startpoint
setup / recovery,tx,1.44,7
hold / removal,B[29],0.48,0
setup reg to reg,size[9],2.78,7
hold reg to reg,B[29],0.48,0
cells by family after synthesis:
family	count (synthesis)	share of synthesized area [%]
and+or+nand+nor	180	18.8
AOI/OAI and AO/OA	139	16.7
DFF	107	51.2
buffers and inverters	47	3.49
xor gates and xnor gates	35	7.60
muxes	6	1.12
adders and majority gates	5	1.14
layout make-up:
cell class	count	area, µm²
sequential	107	2800
tap	229	287
multi-input combinational	365	2500
inverter	17	63.8
timing repair buffer	78	758
clock inverter	3	21.3
clock buffer	13	270
fill	1720	11200
sequential cells by signal (all words and copies together) (netlist names):
name / cells
B: 32
AValid: 1
BClear: 1
paddingEnable: 1
size: 24
state: 4
timeoutFlag: 1
AIsHeader: 1
timeoutCounter: 4
A: 32
BIsHeader: 1
BEnable: 1
BValid: 1
AClear: 1
timeoutEnable: 1
txEnable: 1
placed cells by master, fill, tap and decap left out, types with 4 or more instances in the layout:
cell type        netlist  layout
xnor3_1                8       8
clkbuf_16              0       9
o21a_1                 6       6
o21ai_0               28      28
inv_1                 16      16
clkdlybuf4s50_1        0      69
o41ai_1                4       4
nor4_1                 8       8
nand2_1               34      34
xnor2_1               16      16
o21ai_1                9       9
a31oi_1               20      19
or3_1                  8       8
edfxtp_1              66      66
nor2b_1               32      32
dfxtp_1               41      41
nand3_1               14      14
xor2_1                11      11
nand3b_1               5       5
a211oi_1               5       5
or4_1                  4       4
a41oi_1                4       4
ha_1                   5       5
nor3_1                11      11
nor2_1                34      32
mux2i_1                5       5
buf_4                  1       9
a21oi_1               27      27
power by group:
part / total, µW / switching, µW / internal [µW]
combinational: 114 / 49.6 / 64.8
sequential: 877 / 19.1 / 858
clock: 625 / 286 / 340
critical path, stage by stage (launching register included):
cell and delay (ns):
edfxtp_1 0.47, xnor3_1 0.45, xnor2_1 0.14, nor4_2 0.58
and3_1 0.28, nand2_1 0.15, nand2_1 0.14, clkdlybuf4s50_1 0.47
cells in the mapped netlist (4+ instances only):
library cell	number
mux2i_1	5
o41ai_1	4
nor3_1	11
edfxtp_1	66
xnor3_1	8
nor4_1	8
or3_1	8
xor2_1	11
or4_1	4
o21ai_1	9
nor2b_1	32
nand2_1	34
nand3_1	14
a31oi_1	20
nand3b_1	5
a211oi_1	5
xnor2_1	16
ha_1	5
nor2_1	34
clkbuf_1	22
a41oi_1	4
a21oi_1	27
inv_1	16
o21ai_0	28
o21a_1	6
dfxtp_1	41
Power figures rest on the tool's default switching activity, not on a simulated workload.
